File: /design/flow/design.v
module Adder(
    input  [31:0] A,
    input  [31:0] B,
    output [31:0] Y
);
    assign Y = A + B;
endmodule
File: /design/flow/run.sh
#!/bin/bash
# OpenROAD 26Q1-2900-gdf79404cd8, Yosys 0.63+post, stock flow scripts
make -C /OpenROAD-flow-scripts/flow DESIGN_CONFIG=/design/flow/config.mk WORK_HOME=/design/flow/orfs finish
File: /design/flow/config.mk
export PLATFORM = sky130hd
export DESIGN_NAME = Adder
export DESIGN_NICKNAME = Adder
export VERILOG_FILES = /design/flow/design.v
export SDC_FILE = /design/flow/constraint.sdc
export NUM_CORES = 4
export LEC_CHECK = 1
export CORE_AREA = 10 10 94 94
export DIE_AREA = 0 0 104 104
File: /design/flow/constraint.sdc
current_design Adder

set clk_period 14.5
set clk_io_pct 0.2

create_clock -name clk0 -period $clk_period

set non_clock_inputs [all_inputs -no_clocks]
set_input_delay [expr $clk_period * $clk_io_pct] -clock clk0 $non_clock_inputs
set_output_delay [expr $clk_period * $clk_io_pct] -clock clk0 [all_outputs]
==> impl_metrics.csv <==
group,metric,value,unit
sta,finalHoldViolations,0,
routing,antenna-diode-count,0,
sta,worstMarginPinSlew,0.5227,ns
placed_design,dp_hpwl,5.167,mm
critical_path,crit_start,"A[0]",
die,die_area,10820,um^2
die,ios,96,
routing,drt-vias-per-instance,5.031,
pwr,worst_ir_drop_vdd,0.02350,mV
logic_synthesis,area_leaders,"ha_1, a21oi_1, a21o_1",
routing,wl_per_cell,13.81,um
layout,ff_latch_area,0,um^2
critical_path,startpoint_type,"input pin",
logic_synthesis,synthCells,241,
logic_synthesis,synth_stat.cells,241,
global_route,antenna_found_initial,0,
layout,drive_above_1_share,3.067,%
critical_path,cp.required,11.60,ns
logic_synthesis,yosys_area,1744,um^2
sta,fmax,114.1,MHz
sta,fin_tns_setup,0,ns
die,fp_util,25.53,%
routing,drc_errors,0,
global_route,overflow,0,
layout,clockBufferCount,0,
critical_path,critPathKind,"in2out",
sta,hold_slack,6.826,ns
critical_path,crit_end,"Y[26]",
critical_path,cp_max_fo,4,
die,die_height,104,um
routing,final_antenna_net_count,0,
logic_synthesis,ys_seq_share,0,%
sta,fin_crit_sh,60.47,%
layout,ff_count,0,
layout,final_area,2781,um^2
global_route,groute.usage.overall,10.31,%
global_route,grt_use_met1,14.49,%
die,die_w,104,um
logic_synthesis,yosysTopAreaCell,"ha_1",
die,row_count,30,
sta,drv_slew,0,
global_route,grt_most_used_layer,"met2",
global_route,grt_use_met3,2.193,%
min_path,hold_path.startpoint,"B[0]",
logic_synthesis,avgSynthCellArea,7.237,um^2
placed_design,placed_area,2781,um^2
routing,firstDrtPassIters,4,
critical_path,worstPathArrival,5.87,ns
sta,setup_violations,0,
clock_tree,cts_hold_buf,0,
flow_run,maxCapViolCount,0,
routing,drt_iter0_drc,77,
outcome,outcome,"finished clean",
global_route,grt_max_degree,11,
global_route,grt_pass1_wl,9.756,mm
sta,rsz0062_at_grt,"false",
pwr,power.density,47.85,nW/um^2
clock_tree,postCtsSetupBuffers,0,
clock_tree,ctsResizeCount,0,
flow_run,warning_count,32,
global_route,grtUsageMet2,16.71,%
logic_synthesis,top_area_share,22.24,%
critical_path,end_kind,"primary output",
layout,area_growth,59.47,%
sta,slew_headroom,64.25,%
sta,period_needed,8.767,ns
die,core-area,6832,um^2
layout,fillers,700,
routing,route.vias.total,2123,
logic_synthesis,synth.distinct_cells,50,
logic_synthesis,synth_warnings,0,
global_route,first_global_vias,2037,
pwr,p_leak,1.176,nW
placed_design,place_congestion,0.8188,
logic_synthesis,synth_area,1744,um^2
min_path,min_path_type,"in2out",
routing,wl,5.827,mm
placed_design,io_buffers,96,
==> worst min path at each step <==
stage,endpoint,depth (start not counted),slack [ns]
finish,Y[0],3,6.83
global route,Y[0],3,6.87
CTS,Y[0],3,6.84
==> cell usage after synthesis, types with 6 or more instances <==
master	n
ha_1	31
inv_1	6
xor2_1	15
nand2_1	18
a21oi_1	29
nor2_1	12
o21ai_0	13
xnor2_1	13
nand4_1	8
a21o_1	19
clkbuf_1	8
nand3_1	10
==> worst max-delay path, cell delays in order <==
cell and delay, ns:
clkdlybuf4s50_1 0.40, ha_1 0.24, fa_1 0.40, a21o_1 0.22, a31o_2 0.27, nand3_1 0.09
o221ai_1 0.25, a311oi_1 0.35, o21bai_1 0.11, xor2_1 0.13, clkdlybuf4s50_1 0.50
==> power breakdown <==
group | switching, mW | internal (mW)
registers | 0 | 0
clock network | 0 | 0
logic | 0.0528 | 0.0803
total | 0.0528 | 0.0803
==> cell families after synthesis <==
group | share of synthesized area, %
compound gates | 39.31
xor+xnor | 14.06
fa+ha+maj | 23.39
buf+inv | 3.802
mux | 1.148
simple gates | 18.29
==> cell usage in the layout (no fill, tap or decap), types with 2 or more instances in the layout <==
master | Yosys | routed
o21ai_0 | 13 | 13
o21bai_1 | 4 | 4
xor2_1 | 15 | 15
o21a_1 | 2 | 2
nor3_1 | 4 | 4
a31oi_1 | 3 | 3
a21oi_1 | 29 | 29
a21o_1 | 19 | 19
clkdlybuf4s50_1 | 0 | 96
a211oi_1 | 3 | 3
o311ai_1 | 2 | 2
or2_2 | 3 | 3
o221ai_1 | 2 | 2
xnor2_1 | 13 | 13
a311oi_1 | 2 | 2
nand3_1 | 10 | 10
nand2_1 | 18 | 18
ha_1 | 31 | 31
inv_1 | 6 | 6
nand4_1 | 8 | 8
mux2i_1 | 2 | 2
nand2b_1 | 2 | 2
o211ai_1 | 3 | 3
nor2_1 | 12 | 12
==> per-layer routing <==
layer  vias up  part of all wire [%]  wire, um
met4         0                     0         0
met2        72                    45      2619
met1       958                    49      2831
li1       1093                     -         -
met3         0                   6.5       376
met5         -                     0         0
==> stage by stage <==
stage                     util, %  std cells  worst slack [ns]  total power [mW]
after global placement      40.71        422             5.779            0.1347
after global routing        40.71        422             5.573            0.1484
after floorplan                 -        241             6.875           0.06406
after CTS                   40.71        422             5.730            0.1354
final                       40.71        422             5.733            0.1331
after detailed placement    40.71        422             5.742            0.1342
==> area by class of cell <==
class | count | area (um^2) | area share, %
Timing Repair Buffer | 96 | 960.9 | 34.55
Multi-Input combinational cell | 224 | 1678 | 60.32
Inverter | 6 | 22.52 | 0.8097
Tap cell | 96 | 120.1 | 4.318
No activity file was given, so power comes from the tool's default toggle rates.
