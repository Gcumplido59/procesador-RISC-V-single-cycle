==> design/flow/design.v <==
module extend(
    input  [31:0] extend_in,
    input  [1:0]  immsrc,
    output [31:0] imm_ext
);
    reg [11:0] aux_extend;
    always @(*) begin
        case (immsrc)
            2'b00: aux_extend = extend_in[31:20];
            2'b01: aux_extend = {extend_in[31:25], extend_in[11:7]};
            2'b10: aux_extend = {extend_in[31], extend_in[7], extend_in[30:25], extend_in[11:8]};
            2'b11: aux_extend = {extend_in[31], extend_in[19:12], extend_in[20], extend_in[30:21]};
            default: aux_extend = 12'd0;
        endcase
    end
    assign imm_ext = {{20{aux_extend[11]}}, aux_extend};
endmodule
==> design/flow/run.sh <==
#!/bin/bash
# OpenROAD 26Q1-2900-gdf79404cd8, Yosys 0.63+post, stock flow scripts
make -C /OpenROAD-flow-scripts/flow DESIGN_CONFIG=/design/flow/config.mk WORK_HOME=/design/flow/orfs finish
==> design/flow/config.mk <==
export PLATFORM = sky130hd
export DESIGN_NAME = extend
export DESIGN_NICKNAME = extend
export VERILOG_FILES = /design/flow/design.v
export SDC_FILE = /design/flow/constraint.sdc
export NUM_CORES = 4
export LEC_CHECK = 1
export CORE_AREA = 10 10 70 70
export DIE_AREA = 0 0 80 80
==> design/flow/constraint.sdc <==
current_design extend

set clk_period 1.0
set clk_io_pct 0.2

create_clock -name clk0 -period $clk_period

set non_clock_inputs [all_inputs -no_clocks]
set_input_delay [expr $clk_period * $clk_io_pct] -clock clk0 $non_clock_inputs
set_output_delay [expr $clk_period * $clk_io_pct] -clock clk0 [all_outputs]
==> impl_metrics.ini <==
; flow metrics
[final_timing]
rsz0062_at_grt = true
slew-limit-headroom_pct = 90.8
final_hold_viol_count = 0
final_max_slew_viol_count = 0
final.setup.worst_slack_ps = -224
post_layout_period_usage_pct = 122
fin_worst_hold_slack_ps = 724
final-setup-viol-count = 31
min_period_ps = 1220
fmax_ghz = 0.817
tightestPinTransition_ps = 134

[synth]
synth_area_um2 = 368
synthDistinctLibCells = 9
ys_cells = 39
synth_seq_share_pct = 0
syn-mean-instance-area_um2 = 9.43
yosys_warnings = 1
synth-area-yosys_um2 = 368
synthCells = 39

[place]
port-buffer-count = 52
dp.final_hpwl_mm = 1.23
dp_cells = 118
place_worst_setup_slack_ps = -970
gp_congestion = 0.702
dpl-instance-area_um2 = 823

[flow_run]
timing.max_cap.violations = 0
number_of_warnings_in_the_stage_logs = 49

[finish]
comb_area_um2 = 275
area.sequential_um2 = 0
share_of_layout_cells_above_drive_strength_1_pct = 75.0
fillCellCount = 351
post-route-cell-area_um2 = 987
nClkBuffers = 0
post_layout_nonfiller_instances = 134
flop_count = 0
area_growth_syn_to_layout_pct = 168

[routing]
wl_per_cell_um = 13.5
via_count = 460
antenna_cells_inserted = 0
initial_detailed_routing_violation_count = 1
drt_pre_antenna_iters = 2
route.detailed.drc = 0
wirelength_mm = 1.81
detail-route-antenna-nets = 0
viasPerCell = 3.43

[hold_path]
hold_path_depth = 3
min-delay-path-class = input pin to output pin

[global_routing]
number_of_antenna_violations_at_the_first_check_in_global_routing = 0
grt_overflow = 0
grt_use_total_pct = 5.15
number_of_global_route_vias_before_repair = 524
first_pass_grt_wire_length_mm = 2.76
grt_start_max_net_pins = 9

[critical_path]
critPathLaunchType = input pin
cp_max_fo = 2
critPathRequiredTime_ps = 800
critical_path_class = input pin to output pin
setup.worst_path.end_class = output pin
arrival_time_worst_endpoint_ps = 1020

[pwr]
power.static_leakage_uw = 0.000490
vdd_drop_max_v = 0.000144
power-per-cell-area_nw_per_um2 = 463

[status]
failed_checks = setup timing
status = finished, violations left

[floorplan]
dieHeight_um = 80
core_region_area_um2 = 3420
ioPinCount = 66
chip_area_um2 = 6400
chipWidth_um = 80
rows = 21
fp_util_pct = 10.8

[cts]
cts_hold_buffers = 0
synthesized netlist by cell type:
library cell | count | area share, %
sky130_fd_sc_hd__buf_4 | 21 | 43
sky130_fd_sc_hd__mux2_2 | 6 | 18
sky130_fd_sc_hd__mux4_2 | 4 | 24
sky130_fd_sc_hd__mux2i_1 | 2 | 5.4
sky130_fd_sc_hd__nand2_1 | 2 | 2.0
sky130_fd_sc_hd__a21oi_1 | 1 | 1.4
sky130_fd_sc_hd__buf_6 | 1 | 3.1
sky130_fd_sc_hd__nor2_1 | 1 | 1.0
sky130_fd_sc_hd__o21ai_0 | 1 | 1.4
report_power, final:
group	leakage, µW	switching, µW	total [µW]	internal [µW]
sequential	0	0	0	0
clock	0	0	0	0
combinational	0.000490	125	457	332
total	0.000490	125	457	332
worst paths after layout:
path | end | slack, ps | start
max | imm_ext[3] | -220 | extend_in[24]
min | imm_ext[7] | 720 | immsrc[1]
logic make-up (layout without fill, tap and decap cells):
| family | after synthesis | count (layout) | synth area share (%) |
|---|---|---|---|
| multiplexers | 12 | 15 | 48.3 |
| AND/OR/NAND/NOR | 3 | 3 | 3.06 |
| AND-OR/OR-AND | 2 | 2 | 2.72 |
| buffers and inverters | 22 | 68 | 45.9 |
cells in the final DEF, fill, tap and decap left out:
cell type,n
sky130_fd_sc_hd__a21oi_1,1
sky130_fd_sc_hd__buf_12,2
sky130_fd_sc_hd__buf_2,11
sky130_fd_sc_hd__buf_4,5
sky130_fd_sc_hd__buf_6,30
sky130_fd_sc_hd__buf_8,2
sky130_fd_sc_hd__clkbuf_2,2
sky130_fd_sc_hd__clkdlybuf4s15_1,3
sky130_fd_sc_hd__dlygate4sd2_1,13
sky130_fd_sc_hd__mux2_2,2
sky130_fd_sc_hd__mux2_4,7
sky130_fd_sc_hd__mux2i_1,2
sky130_fd_sc_hd__mux4_2,4
sky130_fd_sc_hd__nand2_1,1
sky130_fd_sc_hd__nand2_8,1
sky130_fd_sc_hd__nor2_1,1
sky130_fd_sc_hd__o21ai_1,1
per-layer routing:
metal	vias to the layer above	track usage, %	part of all wire [%]
met5	-	0	0
met2	28	8.59	47
met1	209	6.41	43
li1	223	-	-
met3	0	2.16	9.8
met4	0	0	0
worst max-delay path, cell delays in order:
cell                            delay, ps
sky130_fd_sc_hd__dlygate4sd2_1        240
sky130_fd_sc_hd__mux4_2               460
sky130_fd_sc_hd__buf_2                130
timing repair:
| action | in CTS | in global routing |
|---|---|---|
| pin swaps | 3 | 3 |
| cloned | 3 | 0 |
| gates resized | 160 | 19 |
| setup buffers | 12 | 2 |
| setup endpoints to repair | 32 | 31 |
metrics by stage:
step	setup TNS (ps)	util (%)	total power, µW
floorplan	-1770	-	161
global placement	-29670	24.1	384
detailed placement	-29790	24.1	384
CTS	-6260	27.1	425
global route	-4780	28.9	494
finish	-4090	28.9	457
cell type report:
class,count,share of cell area (%)
repair buffers,68,66.3
multi-input cells,20,27.9
well taps,46,5.83
Power and IR drop assume default switching activity.
