`flow/design.v`:
```
module Mux2 #(parameter WIDTH = 32) (
    input  [WIDTH-1:0] in0,
    input  [WIDTH-1:0] in1,
    input              sel,
    output [WIDTH-1:0] out
);
    assign out = sel ? in1 : in0;
endmodule
```
`flow/config.mk`:
```
export PLATFORM = sky130hd
export DESIGN_NAME = Mux2
export DESIGN_NICKNAME = Mux2
export VERILOG_FILES = /design/flow/design.v
export SDC_FILE = /design/flow/constraint.sdc
export NUM_CORES = 4
export LEC_CHECK = 1
export CORE_AREA = 10 10 70 70
export DIE_AREA = 0 0 80 80
```
`flow/constraint.sdc`:
```
current_design Mux2

set clk_period 1.0
set clk_io_pct 0.2

create_clock -name clk0 -period $clk_period

set non_clock_inputs [all_inputs -no_clocks]
set_input_delay [expr $clk_period * $clk_io_pct] -clock clk0 $non_clock_inputs
set_output_delay [expr $clk_period * $clk_io_pct] -clock clk0 [all_outputs]
```
`flow/run.sh`:
```
#!/bin/bash
# OpenROAD 26Q1-2900-gdf79404cd8, Yosys 0.63+post, stock flow scripts
make -C /OpenROAD-flow-scripts/flow DESIGN_CONFIG=/design/flow/config.mk WORK_HOME=/design/flow/orfs finish
```
==> impl_metrics.ini <==
; flow metrics
[outcome]
status = finished with violations
violations = negative setup slack

[sta]
hold_ws_ns = 0.694
finalSetupViolCount = 32
layout_worst_path_cycle_share_pct = 118
fin_ws_ns = -0.175
slew_violations = 0
relSlewSlack_pct = 95.9
fin_crit_ns = 1.18
rsz0062_at_grt = true
hold_violations = 0
fmax_ghz = 0.851
worst-slew-pin-transition_ns = 0.0611

[grt]
grtUsageTotal_pct = 7.87
grt-ovfl-total = 0
antenna_found_initial = 0
grt.met3_usage_pct = 3.07
grt_max_degree = 8
use_met2_pct = 14.3
grt_first_pass_wirelength_mm = 4.15
grt_pass1_vias = 824
busiest_layer = met2
met1_usage_pct = 8.97

[synth]
synth_warnings = 0
ys_cells = 36
yosysTopAreaCell = mux2_4
aoi_share_pct = 0
mux_share_pct = 86.9
synthTopLogicFamily = multiplexers
netlist_instances = 36
synthesis.area_sq_um = 544
synth.distinct_cells = 4
avgSynthCellArea_sq_um = 15.1
topCellsByArea = mux2_4 (83%), buf_12 (11%), mux2_2 (4.1%)
xor_share_pct = 0
ys_area_sq_um = 544
synthAdderAreaFrac_pct = 0
simple_gate_area_share_pct = 0
synth_seq_share_pct = 0
top_cell_area_share_pct = 82.8

[critical_path]
crit_required_ns = 0.80
cp-end-kind = primary output
crit_path_start_kind = input pin
worstSetupPathType = input pin to primary output
crit_fanout = 7
crit_arrival_ns = 0.98

[cells_and_area]
regArea_sq_um = 0
seq_cells = 0
final_cells = 192
layout_top_cells = dlygate4sd2_1 (40), mux2_4 (32), buf_6 (29)
fin_util_pct = 49.7
syn_to_final_growth_pct = 212
clock_buffers = 0
stdcell_area_sq_um = 1700
drive_above_1_share_pct = 56.2
lay_top_count = dlygate4sd2_1

[die]
core_area_sq_um = 3420
chipArea_sq_um = 6400
placementRows = 21
ios = 97
die_x_microns = 80
die.size.y_microns = 80
fp_util_pct = 15.9

[power]
p_leak_nw = 0.990
powerDensity_nw_per_um2 = 389
vdd_ir_drop_max_v = 0.000173

[routing]
ant_nets = 0
first_iter_violations = 4
vias_per_cell = 3.80
antennaDiodeCount = 0
drt_wl_total_mm = 2.85
vias = 730
drc = 0
drt_first_pass_iters = 2
avgRoutedWirePerCell_microns = 14.8

[min_path]
min_path_cells = 3
holdCritPathClass = input pin to primary output

[placed_design]
numPortBuffers = 97
dp_hpwl_mm = 2.40
routabilityCongestion = 0.760
placed_cells = 177
place_area_sq_um = 1540

[job]
tool_warnings = 34
cap_viol_max_count = 0
## critical path: stages
cell    delay [ns]
buf_12        0.11
buf_12        0.13
buf_8         0.12
mux2_4        0.30
buf_6         0.11
## synth_stat cells
library cell,count
buf_6,1
mux2_2,2
buf_12,3
mux2_4,30
## stage by stage
stage               setup slack, ns  TNS, ns  total power (W)
floorplan                    0.0669        0         0.000206
global placement             -0.492   -15.25         0.000654
detailed placement           -0.497   -15.27         0.000655
CTS                          -0.178    -5.20         0.000644
global route                 -0.194    -5.62         0.000706
finish                       -0.175    -5.03         0.000660
## final timing paths
kind,from,endpoint,slack [ns]
setup / recovery,sel,out[31],-0.18
hold / removal,in0[24],out[24],0.69
## power breakdown
group | switching, W | total, W | internal [W]
Sequential | 0 | 0 | 0
Clock | 0 | 0 | 0
Combinational | 0.000141 | 0.000660 | 0.000519
Total | 0.000141 | 0.000660 | 0.000519
## metal layers
metal	wire, microns	up-vias
met1	1140	317
met2	1390	51
met3	313	0
met4	0	0
met5	0	-
li1	-	362
## area by class of cell
| type | count | area (sq um) |
|---|---|---|
| fill | 327 | 1720 |
| multi-input combinational | 32 | 480 |
| tap | 46 | 57.6 |
| timing repair buffer | 114 | 1160 |
## timing repair
| item | in CTS | in global routing |
|---|---|---|
| gates cloned | 1 | 0 |
| hold buffers | 0 | 0 |
| hold endpoints to repair | 0 | 0 |
| setup endpoints to repair | 32 | 32 |
| gates resized | 170 | 23 |
| buffers inserted | 14 | 0 |
## logic make-up after synthesis
| group | Yosys count |
|---|---|
| multiplexers | 32 |
| buffers and inverters | 4 |
Power figures rest on the tool's default switching activity, not on a simulated workload.
